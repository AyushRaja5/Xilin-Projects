### /design/flow/design.v
`timescale 1ns / 1ps
module dff(clk,rst,Q,Qbar,D);
input clk,rst,D;
output reg Q;
output Qbar;
assign Qbar = ~Q;
always @(posedge clk)
begin
	if(rst)
		Q<=4'b0;
	else Q<=D;
end
endmodule
module UPcounterM(clk, rst, Q0, Q1, Q2, Q3);
    input clk;
    input rst;
    output Q0;
    output Q1;
    output Q2;
    output Q3;
	wire Q0bar,Q1bar,Q2bar,Q3bar;
	dff D0(clk,rst,Q0,Q0bar,Q0bar);
	dff D1(clk,rst,Q1,Q1bar,(Q1^Q0));
	dff D2(clk,rst,Q2,Q2bar,((Q2 & Q0bar) | (Q2 & Q1bar) | (Q2bar & Q1 & Q0)));
	dff D3(clk,rst,Q3,Q3bar,((Q3&Q2bar)|(Q3&Q0bar)|(Q3&Q1bar)|(Q3bar&Q2&Q1&Q0)));
endmodule
### /design/flow/run.sh
#!/bin/bash
# OpenROAD 26Q1-2900-gdf79404cd8, Yosys 0.63+post, stock flow scripts
make -C /OpenROAD-flow-scripts/flow DESIGN_CONFIG=/design/flow/config.mk WORK_HOME=/design/flow/orfs finish
### /design/flow/config.mk
export PLATFORM = sky130hd
export DESIGN_NAME = UPcounterM
export DESIGN_NICKNAME = UPcounterM
export VERILOG_FILES = /design/flow/design.v
export SDC_FILE = /design/flow/constraint.sdc
export NUM_CORES = 4
export LEC_CHECK = 1
export CORE_AREA = 10 10 70 70
export DIE_AREA = 0 0 80 80
### /design/flow/constraint.sdc
current_design UPcounterM

set clk_period 1.2
set clk_io_pct 0.2

create_clock -name clk0 -period $clk_period [get_ports {clk}]

set non_clock_inputs [all_inputs -no_clocks]
set_input_delay [expr $clk_period * $clk_io_pct] -clock clk0 $non_clock_inputs
set_output_delay [expr $clk_period * $clk_io_pct] -clock clk0 [all_outputs]
==> results.txt <==
Status on the layout run. Per the detail_route report, vias per standard cell equal between 2 and 2.5. Summed instance area of the synthesized netlist landed at ~160 um2. The synthesized netlist has a Yosys-reported chip area of between 150 and 200 um2. The report lists the number of standard-cell rows as 21. Looking at the hold checks, the worst path lands on D0.Q$_SDFF_PP0_. Prior to clock tree synthesis, the placed netlist has a worst setup slack of -0.0624 ns.

Number of optimization iterations in the first detailed-route pass landed at 2. From synthesis to final layout, the design area changed by 108%. Warning count from the yosys run landed at 1. Distinct cell type count of the synthesized netlist landed at 9.

The worst register-to-register path has a setup slack of roughly 0.26 ns. Leftover overflow at the end of global routing landed at 0. Clock network latency to the later pin of the worst-skew pair landed at between 0.2 and 0.25 ns. The worst setup path is captured at an output port.

Met1 track utilization from global routing landed at 1.73%. The run finished with clean final reports. Tally of nets with antenna violations remaining after routing landed at 0. Per the final layout report, the fraction of cells sized above drive strength 1 comes to a little under three fifths. The number of global-route vias before repair came to between 150 and 200. The tightest hold path in the finished design has a slack of 0.542 ns. The pin closest to its max-slew limit shows a slew of between 0.1 and 0.15 ns.

For this run, the top clock speed supported by timing is around 1000 MHz. Accumulated negative setup slack landed at 0 ns. Clock tree synthesis inserted a total of 3 buffers.

Post-route DRC violation count landed at 0. STA puts the critical path data arrival time at 0.79 ns. Setup-violating endpoint count in the final report landed at 0.

Starting utilization of the core area landed at ~4.5%. Setup repair after global routing left no endpoint under its margin. Worst voltage drop across the vdd grid landed at ~0.00017 V. By startpoint and endpoint, the worst setup path is classified as reg2out. For the worst reg-to-reg path, the endpoint reported by OpenROAD is D3.Q$_SDFF_PP0_.

Number of buffers and inverters on the critical path landed at 1. Peak fanout along the critical path landed at 2. Total wire length landed at ~450 um. Counting the fill cells in the layout gives a little over 400. The floorplan step set the die width to around 80 um.

Part of the cycle the worst path needs landed at 85.4%. Proportion of synthesized chip area in sequential cells landed at 51.6%. The registers of the reported paths see a clock transition of roughly 0.03 ns. Vertical die dimension landed at about 80 um. Average wire length per cell after detail routing landed at about 6 um. Pin placement for this block handled 6 I/O pins. Number of antenna violations at the first check in global routing landed at 0. Global-route track usage on met3 landed at 2.73%.

Number of max-cap violations landed at 0. Maximum number of pins on one net before global-route repair landed at 6. Once iteration 0 of detailed routing completed, the report listed 4 DRC markers. Weighted congestion reported at the end of routability-driven placement landed at around 0.67. Cells fill 9.45% of the core in the end. Clock tree buffer depth landed at 2. The smallest clock period supported by the final layout is computed as approximately 1.0 ns. Area of the chip landed at 0.00640 mm2. The root buffer cell chosen for the clock tree is clkbuf_4. Post-route total power landed at 366 uW.

Total power per unit cell area landed at 1130 mW/mm2. The tool warning count for the run is 25. Between clock sinks in the finished design, the worst skew comes to 0.00568 ns. Cell count in the Yosys report landed at 14. Depth of the worst register-to-register path landed at 3. Number of standard cells after synthesis landed at 14. Wire length of the first global-routing pass landed at between 700 and 800 um. The tightest min-delay check is of the reg2reg type. The critical path goes through dlygate4sd2_1.

The slowest stage of the critical path is the dfxtp_2 cell. Global route summary, busiest routing layer listed as met3. Number of port buffers landed at 5.

The worst hold path was traced through 2 stages. TritonCTS built the clock tree. Relative slew slack landed at approximately nine tenths. On the critical path the largest part of the delay comes from flip-flops. The worst register-to-register path begins at D3.Q$_SDFF_PP0_. In this design, the stage delay of the slowest critical-path cell is about 0.31 ns. The core region is 0.00342 mm2.

Total of hold buffers inserted after clock tree synthesis landed at 0. Worst-case setup margin in the final layout landed at between 0.15 and 0.2 ns. Static leakage power landed at about 0.14 nW. Per the hold report, the tightest min-delay path originates at D0.Q$_SDFF_PP0_. Flip-flop and latch count after synthesis landed at 4.

The routed layout has ~150 vias. Max-slew violation count landed at 0. The number of clock sinks came to 4. According to the timing report, the data required time at the worst endpoint equals roughly 0.96 ns. Global routing used 1.44% of the available met2 tracks. Number of endpoints with negative hold slack in the final report landed at 0. Per the CTS log, the maximum H-tree level is 1.

Each instance of the synthesized netlist takes up on average 11.1 um2. STA classifies the critical path startpoint as a register. Across every metal layer, demand over resource in global routing totals under 10%.

The number of antenna diodes in the final layout is 0.
## how the worst max path moves through the flow
stage,startpoint,slack [ns],cells after the start,endpoint
4_1_cts,D0.Q$_SDFF_PP0_,0.15,1,Q0
5_1_grt,D0.Q$_SDFF_PP0_,0.13,1,Q0
6_report,D0.Q$_SDFF_PP0_,0.17,1,Q0
## sequential cells by signal, summed over array words and instances (netlist names)
register  count
D0.Q          1
D1.Q          1
D2.Q          1
D3.Q          1
## final cells by class
type                    instances  area, um2  share of cell area, %
clock buffers                   3       22.5                   6.98
well taps                      46       57.6                   17.8
repair buffers                 10       82.6                   25.6
multi-input cells              10       75.1                   23.3
flip-flops and latches          4       85.1                   26.4
## cells by family (layout without fill, tap and decap cells)
logic type      Yosys count  in the layout  share of synthesized area [%]
buf+inv                   0             13                              0
flops                     4              4                           51.6
mux                       1              1                           9.67
xor+xnor                  1              1                           5.65
compound gates            2              2                           9.67
simple gates              6              6                           23.4
## synthesized netlist by cell type, drive strengths merged
master | count | area share [%]
dfxtp | 4 | 52
nand3 | 1 | 6.5
a21bo | 1 | 6.5
a21oi | 1 | 3.2
xnor2 | 1 | 5.6
and2b | 1 | 4.8
nor2 | 3 | 7.3
mux2 | 1 | 9.7
nand3b | 1 | 4.8
## report_power, final
group,internal (mW),total [mW],switching [mW]
Clock,0.112,0.167,0.0548
Combinational,0.0319,0.0506,0.0187
Sequential,0.144,0.148,0.00442
Total,0.288,0.366,0.0780
## metrics by stage
stage	area [um2]	cells
global placement	285	68
detailed placement	285	68
finish	323	73
floorplan	155	14
CTS	323	73
global route	323	73
## what timing repair did
item / CTS / global route
endpoints found under the setup margin: 4 / 0
buffers inserted: 2 / 0
gates resized: 8 / 0
## routing by layer
| metal | share of wire [%] | vias up |
|---|---|---|
| met5 | 0 | - |
| met4 | 1.1 | 0 |
| met3 | 26 | 2 |
| met2 | 26 | 10 |
| met1 | 46 | 64 |
| li1 | - | 76 |
## placed cells by master, fill, tap and decap left out
master	Yosys	layout
buf_4	0	5
dfxtp_2	0	4
dlygate4sd2_1	0	4
and2b_1	1	1
mux2_4	1	1
a21oi_1	1	1
nor2_1	3	3
nand3_2	1	1
clkdlybuf4s50_1	0	1
nand3b_1	1	1
xnor2_1	1	1
clkbuf_4	0	3
a21bo_2	1	1
No activity file was given, so power comes from the tool's default toggle rates.
