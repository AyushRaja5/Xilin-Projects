`design/flow/design.v`:
```
`timescale 1ns / 1ps
module mux16(A0,A1,A2,A3, S, Y);
    input A0,A1,A2,A3;
    input [1:0] S;
    output Y;
	 reg Y;
always @ (A0 or A1 or A2 or A3 or S) 
begin
 if (S==0)
  Y = A0;
 else if (S==1)
  Y = A1;
 else if (S==2)
  Y =  A2;
 else
  Y = A3;
end
endmodule
module mux4(I,Sel,Out);
	input [15:0] I;
	input [3:0] Sel;
	output Out;
	wire w1,w2,w3,w4;
	mux16 M1(I[0],I[1],I[2],I[3],Sel[1:0],w1);
	mux16 M2(I[4],I[5],I[6],I[7],Sel[1:0],w2);
	mux16 M3(I[8],I[9],I[10],I[11],Sel[1:0],w3);
	mux16 M4(I[12],I[13],I[14],I[15],Sel[1:0],w4);
	mux16 M5(w1,w2,w3,w4,Sel[3:2],Out);
	endmodule
```
`design/flow/run.sh`:
```
#!/bin/bash
# OpenROAD 26Q1-2900-gdf79404cd8, Yosys 0.63+post, stock flow scripts
make -C /OpenROAD-flow-scripts/flow DESIGN_CONFIG=/design/flow/config.mk WORK_HOME=/design/flow/orfs finish
```
`design/flow/config.mk`:
```
export PLATFORM = sky130hd
export DESIGN_NAME = mux4
export DESIGN_NICKNAME = mux4
export VERILOG_FILES = /design/flow/design.v
export SDC_FILE = /design/flow/constraint.sdc
export NUM_CORES = 4
export LEC_CHECK = 1
export CORE_AREA = 10 10 70 70
export DIE_AREA = 0 0 80 80
```
`design/flow/constraint.sdc`:
```
current_design mux4

set clk_period 1.9
set clk_io_pct 0.2

create_clock -name clk0 -period $clk_period

set non_clock_inputs [all_inputs -no_clocks]
set_input_delay [expr $clk_period * $clk_io_pct] -clock clk0 $non_clock_inputs
set_output_delay [expr $clk_period * $clk_io_pct] -clock clk0 [all_outputs]
```
==> impl_metrics.py <==
# Physical implementation metrics
metrics = {
    "min_path": {
        "min_delay_worst_endpoint": "Out",
        "worst_hold_path_type": "input port to primary output",
        "timing.hold.worst_path_depth": 6,
        "hold_start": "Sel[3]",
    },
    "detailed_routing": {
        "drc": 0,
        "wl_per_cell_um": 10.3,
        "viasPerCell": 2.95,
        "dr_total_vias": 271,
        "postRouteAntennaNets": 0,
        "drt_wl_total_um": 944,
        "drtPass1Iterations": 2,
        "diodes": 0,
        "drt_first_iter_violations": 4,
    },
    "sta": {
        "setup_viol": 0,
        "final_min_period_over_clock_period": 0.973,
        "final.setup.tns_ps": 0,
        "hold_viol_final": 0,
        "timing_max_transition_violations_final": 0,
        "timing.fmax_ghz": 0.541,
        "max_slew.worst_pin.slew_ps": 258,
        "finalCriticalPeriod_ps": 1850,
        "timing.max_slew.rel_slack": 0.828,
        "setup_ws_ps": 52.0,
    },
    "power": {
        "switchingPower_mw": 0.0302,
        "share_clk_of_total_power": 0,
        "p_leak_nw": 0.217,
        "vdd.ir_drop.worst_mv": 0.0670,
        "power-per-cell-area_nw_per_um2": 179,
        "post-layout-total-power_mw": 0.0847,
        "p_sw_frac": 0.356,
        "power.share.sequential": 0,
        "cellInternalPower_mw": 0.0545,
        "comb_power_share": 1.000,
    },
    "final_layout": {
        "clockBufferCount": 0,
        "final_layout_size_suffix_gt1_frac": 0.457,
        "sequential_cell_area_sq_um": 0,
        "layout.filler_cells": 400,
        "area.growth.synth_to_final_pct": 144,
        "flops": 0,
    },
    "worst_setup_path": {
        "path_cells": "buf_2 -> buf_4 -> a2111oi_4 -> a311oi_2 -> a211o_1 -> buf_2",
        "critical_path.max_fanout": 5,
        "critical_path.max_stage_delay_ps": 320,
        "worstPathArrival_ps": 1470,
        "critical_path.most_common_cell": "sky130_fd_sc_hd__buf_2",
        "crit_family": "AND-OR/OR-AND gates",
        "crit_path_launch": "Sel[0]",
        "startpoint_type": "input port",
        "crit_path_end_kind": "primary output",
        "cp.buffers_inverters": 3,
        "slowest_stage": "sky130_fd_sc_hd__a2111oi_4",
        "crit_required_ps": 1520,
        "critical_path_class": "input port to primary output",
    },
    "global_routing": {
        "grt-busiest-layer": "met2",
        "met2_usage_grt": 0.0433,
        "vias_in_the_first_global_route": 277,
        "antenna_found_initial": 0,
        "wire_length_of_the_first_global_routing_pass_um": 1410,
        "gr-total-overflow": 0,
        "global_route.usage.met1": 0.0393,
        "grt_max_degree": 6,
        "track_usage": 0.0276,
        "grt_util_met3": 0.00682,
    },
    "synth": {
        "yosys.area.top_type": "sky130_fd_sc_hd__mux2i_1",
        "most_area_consuming_cells_after_synthesis": "sky130_fd_sc_hd__mux2i_1 31%, sky130_fd_sc_hd__mux4_2 23%, sky130_fd_sc_hd__buf_6 5.8%",
        "total_number_of_yosys_warnings": 1,
        "yosys.stat.seqShare": 0,
        "post_synth.cell_area_avg_sq_um": 9.24,
        "synthDominantCellAreaShare": 0.310,
        "gate_count_of_the_mapped_netlist": 21,
        "netlist.top_cell.by_instances": "sky130_fd_sc_hd__mux2i_1",
        "synth.yosys.num_cells": 21,
        "synthDistinctLibCells": 15,
        "ys_chip_area_sq_um": 194,
        "top_cells_by_count_synth": "6 x sky130_fd_sc_hd__mux2i_1, 2 x sky130_fd_sc_hd__mux4_2",
        "synth.cell_area_sq_um": 194,
    },
    "floorplan": {
        "floorplan.initialDensity": 0.0568,
        "die_height_um": 80,
        "die_area_sq_um": 6400,
        "num_rows": 21,
        "chipWidth_um": 80,
        "top_level_ports": 21,
        "core_area_sq_um": 3420,
    },
    "place": {
        "io_buffer_count": 21,
        "place.detailed.hpwl_um": 863,
        "pre_cts_slack_ps": -759,
        "gp_routability_congestion": 0.790,
    },
    "cts": {
        "postCtsHoldBufs": 0,
    },
    "status": {
        "run_status": "finished clean",
    },
    "flow_run": {
        "maxCapViolCount": 0,
        "tool_warning_count": 32,
    },
}
## timing repair
item,CTS,global route
pin swaps,5,3
setup buffers,0,0
gates resized,38,11
endpoints found under the setup margin,1,1
endpoints found under the hold margin,0,0
## cells by family after synthesis
| group | Yosys count | synth area share |
|---|---|---|
| AOI/OAI and AO/OA | 6 | 0.219 |
| and+or+nand+nor | 4 | 0.123 |
| muxes | 8 | 0.542 |
| buffers and inverters | 3 | 0.116 |
## cells in the final DEF, fill, tap and decap left out
cell type	synthesis	final
sky130_fd_sc_hd__nor2_1	1	1
sky130_fd_sc_hd__nand2b_1	1	1
sky130_fd_sc_hd__nor3b_2	0	1
sky130_fd_sc_hd__inv_1	1	1
sky130_fd_sc_hd__dlygate4sd2_1	0	8
sky130_fd_sc_hd__buf_2	0	4
sky130_fd_sc_hd__dlymetal6s2s_1	0	1
sky130_fd_sc_hd__mux2i_1	6	6
sky130_fd_sc_hd__clkdlybuf4s15_1	0	1
sky130_fd_sc_hd__a311oi_2	0	1
sky130_fd_sc_hd__a21oi_1	1	1
sky130_fd_sc_hd__clkdlybuf4s50_1	0	2
sky130_fd_sc_hd__o21ai_0	1	1
sky130_fd_sc_hd__a31oi_1	1	1
sky130_fd_sc_hd__a2111oi_4	0	1
sky130_fd_sc_hd__buf_4	1	6
sky130_fd_sc_hd__a211o_1	1	1
sky130_fd_sc_hd__clkbuf_2	0	5
sky130_fd_sc_hd__mux4_2	2	2
sky130_fd_sc_hd__nor2b_4	0	1
## tightest hold or removal path, stage by stage
cell                      delay, ps
sky130_fd_sc_hd__buf_2          100
sky130_fd_sc_hd__buf_4          100
sky130_fd_sc_hd__o21ai_0         70
sky130_fd_sc_hd__nor2_1         100
sky130_fd_sc_hd__a211o_1        110
sky130_fd_sc_hd__buf_2           90
## per-layer routing
metal | wire (um) | up-vias
li1 | - | 135
met5 | 0 | -
met4 | 0 | 0
met2 | 437 | 10
met3 | 56 | 0
met1 | 450 | 126
## layout make-up
cell class / instances / area [sq um] / share of cell area
inverter: 1 / 3.75 / 0.00794
multi-input combinational: 18 / 209 / 0.442
tap: 46 / 57.6 / 0.122
timing repair buffer: 27 / 203 / 0.429
## worst max-delay path by stage
| stage | to | cells past startpoint |
|---|---|---|
| 4_1_cts | Out | 6 |
| 5_1_grt | Out | 6 |
| 6_report | Out | 6 |
## power groups by stage
stage | logic, mW | registers [mW] | clock network, mW
global route | 0.0922 | 0 | 0
CTS | 0.0839 | 0 | 0
finish | 0.0847 | 0 | 0
## stage by stage
step,instances,instance area [sq um],utilization,hold slack [ps]
3_3_place_gp,92,488,0.143,2060
6_report,92,473,0.138,1340
5_1_grt,92,473,0.138,1390
3_5_place_dp,92,488,0.143,2060
2_1_floorplan,21,194,-,977
4_1_cts,92,482,0.141,1330
No activity file was given, so power comes from the tool's default toggle rates.
