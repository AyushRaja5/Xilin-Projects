==> flow/design.v <==
`timescale 1ns / 1ps
module tff(clk,t,rst,q,qbar);
	input clk,rst,t;
	output reg q;
	output qbar;
	assign qbar = ~q;
	always @(posedge clk)
	begin 
		if(rst)
			q<=4'b0;
		else
			if(t)
				q <= ~q;
			else
				q <= q;
	end
endmodule
module DownCounterM(clk, rst, Q4, Q3, Q2, Q1);
   input clk;
   input rst;
   output Q4;
   output Q3;
   output Q2;
   output Q1;
	wire Q1_bar,Q2_bar,Q3_bar,Q4_bar;
	tff T1(clk,4'b1,rst,Q1,Q1_bar);
	tff T2(clk,Q1_bar,rst,Q2,Q2_bar);
	tff T3(clk,(Q2_bar & Q1_bar),rst,Q3,Q3_bar);
	tff T4(clk,(Q3_bar & Q2_bar & Q1_bar),rst,Q4,Q4_bar);
endmodule
==> flow/run.sh <==
#!/bin/bash
# OpenROAD 26Q1-2900-gdf79404cd8, Yosys 0.63+post, stock flow scripts
make -C /OpenROAD-flow-scripts/flow DESIGN_CONFIG=/design/flow/config.mk WORK_HOME=/design/flow/orfs finish
==> flow/config.mk <==
export PLATFORM = sky130hd
export DESIGN_NAME = DownCounterM
export DESIGN_NICKNAME = DownCounterM
export VERILOG_FILES = /design/flow/design.v
export SDC_FILE = /design/flow/constraint.sdc
export NUM_CORES = 4
export LEC_CHECK = 1
export CORE_AREA = 10 10 70 70
export DIE_AREA = 0 0 80 80
==> flow/constraint.sdc <==
current_design DownCounterM

set clk_period 1.5
set clk_io_pct 0.2

create_clock -name clk0 -period $clk_period [get_ports {clk}]

set non_clock_inputs [all_inputs -no_clocks]
set_input_delay [expr $clk_period * $clk_io_pct] -clock clk0 $non_clock_inputs
set_output_delay [expr $clk_period * $clk_io_pct] -clock clk0 [all_outputs]
==> GITHUB_STEP_SUMMARY <==
### Yosys + OpenROAD results

| Metric | Value |
|---|---|
| RSZ-0062 raised after global routing | `false` |
| CTS Root Cell | `clkbuf_4` |
| Vias in the first global route | `between 100 and 150` |
| Core Rows | `21` |
| Tool Warnings | `25` |
| Hold Vio Cnt, Final | `0` |
| Vert. Die Dim | `80 um` |
| Clk slew on worst S/H paths | `0.04 ns` |
| Final Power | `about 0.31 mW` |
| Slew Limit Fails | `0` |
| Slew @ Worst Pin | `roughly 0.20 ns` |
| Fill count | `410` |
| Status | `completed` |
| Worst path depth | `1` |
| PD cells | `1166 nW/um2` |
| I/O pin count | `6` |
| Switching power | `0.06618 mW` |
| Critical Path RT | `1.20 ns` |
| I/O Buffers | `5` |
| Max Fclk | `just over 700 MHz` |
| Main logic family after synthesis | `AND-OR/OR-AND gates` |
| Crit-path max FO | `7` |
| DR iter-0 viols | `11` |
| Crit end category | `primary output` |
| Core footprint | `3416 um2` |
| Top cells, area | `dfxtp_1, a21oi_1, xor2_1` |
| Worst stage delay on the critical path | `0.49 ns` |
| Worst path cell trace | `clkdlybuf4s50_1` |
| Placer congestion estimate | `around 0.61` |
| Slowest-stage cell, CP | `clkdlybuf4s50_1` |
| Reg power frac | `43.7%` |
| Clock Power Share | `41.8%` |
| Min Hold Slack | `0.4743 ns` |
| Die width | `approximately 80 um` |
| Sw Ratio | `a little over a fifth` |
| Yosys Instances | `13` |
| M1 WL | `between 150 and 200 um` |
| Max-slew headroom | `86.80%` |
| Setup crit start kind | `register` |
| Int Pwr | `0.2445 mW` |
| Max Cap Viol | `0` |
| Most numerous logic cell after layout | `clkdlybuf4s50_1` |
| Avg Inst Size Synth | `10.30 um2` |
| Num CTS Buffers | `3` |
| Final setup fails | `0` |
| Placed cell count | `64` |
| Die area | `6400 um2` |
| Drt drc | `0` |
| Buf+Inv Stages, Crit Path | `1` |
| Mux share | `0%` |
| Comb pwr share | `14.4%` |
| Fin Setup TNS | `0 ns` |
| Crit path kind | `register to primary output` |
| Ao+oa area frac | `between 10% and 20%` |
| Synth Seq Share | `59.81%` |
| CTS H-Tree Depth | `1` |
| Drt first pass iters | `4` |
| Gr ovfl total | `0` |
| Static Leak | `a little under 0.09 nW` |
| Final cell count without fillers | `67` |
| Worst EP arrival | `1.09 ns` |
| Clock Tree Buf Depth | `2` |
| Max Used Layer | `met3` |
| Wire per inst | `5.701 um` |
| Vias/cell | `1.970` |
| Synth Instances | `13` |
| Layout cell share with drive strength beyond 1 | `about 29%` |
| Syn. warnings | `1` |
| Post CTS Setup Buffer Count | `0` |
| Metal3 WL | `134 um` |
| TritonCTS clock tree | `built` |
| Adder Area Share | `0%` |
| # diodes | `0` |
| Final wirelength | `between 300 and 400 um` |
| WL met2 | `between 90 and 100 um` |
| Via count | `132` |
| GRT Total Usage | `1.458%` |
| Unique cell types | `8` |
| XOR/XNOR Area Share | `6.542%` |
| VDD IR max | `around 0.19 mV` |
| DP HPWL | `282.9 um` |
| Area delta synth->final | `99.07%` |
| Most frequent cells in the layout | `clkdlybuf4s50_1, clkbuf_4` |
| Clk ins delay skew pair | `0.23 ns` |
| Antenna viol nets, final | `0` |
| Largest net degree at the start of global routing | `8` |
| Worst Reg-to-Reg Cells | `2` |
| Yosys stat area | `133.9 um2` |
| Cell type with the largest total area | `dfxtp_1` |
| Syn Std Cell Area | `between 100 and 150 um2` |
| Fin crit period | `1.391 ns` |
| Min-Delay Path Class | `register to register` |
| Tcrit/Tclk final | `92.73%` |
| Clk_skew | `0.003977 ns` |
| Top-area cell share | `59.81%` |
| FP Util | `3.919%` |
| Kind of cell adding the most delay to the critical path | `buffers and inverters` |
| Initial antenna violation count | `0` |
| AND/OR/NAND/NOR Cells, Area Fraction | `16.82%` |
| First-pass GRT wire length | `627 um` |
| Synth Register Bits | `4` |
| Hold-critical path depth | `2` |
| Sink Count | `4` |
[synth_stat cells]
cell type	count
dfxtp_1	4
a21oi_1	2
or4_1	1
xor2_1	1
o31ai_1	1
o21ai_0	1
or3_2	1
nor2_1	2
[per-stage QoR]
| step | area (um2) | util (%) | setup slack (ns) |
|---|---|---|---|
| final | 266.5 | 7.802 | 0.1090 |
| after global routing | 266.5 | 7.802 | 0.02872 |
| after CTS | 264.0 | 7.729 | 0.01395 |
| after detailed placement | 241.5 | 7.070 | 0.2647 |
| after global placement | 241.5 | 7.070 | 0.3005 |
| after floorplan | 133.9 | - | 0.4976 |
[flip-flops by register name, summed over array words and instances (netlist names)]
signal / flops
T1.q: 1
T2.q: 1
T3.q: 1
T4.q: 1
[metal layers]
metal  global-route usage [%]  vias to the layer above
met4                   0.3521                        0
met2                    1.043                        9
met1                    1.394                       58
li1                         -                       65
met3                    3.068                        0
met5                        0                        -
[worst reg2reg max path, cell delays in order (launching register included)]
cell and delay, ns:
dfxtp_1 0.33, or4_1 0.53, a21oi_1 0.14
[cell families (layout without fill, tap and decap cells)]
family / after synthesis / after routing
AND-OR/OR-AND: 4 / 4
XOR/XNOR: 1 / 1
buffers and inverters: 0 / 8
flip-flops: 4 / 4
AND/OR/NAND/NOR: 4 / 4
[power by group through the flow]
stage         Sequential, mW  Clock, mW  Combinational [mW]
CTS                    0.134      0.138              0.0458
finish                 0.136      0.130              0.0448
global route           0.139      0.154              0.0500
[timing repair]
item                                    in CTS  in global routing
endpoints found under the setup margin       0                  2
hold buffers                                 0                  0
resized                                      0                  2
endpoints found under the hold margin        0                  0
[path summary, 6_finish.rpt]
kind	end	slack, ns	start
max	Q1	0.11	T1.q
min reg2reg	T4.q	0.47	T4.q
min	T4.q	0.47	T4.q
max reg2reg	T4.q	0.43	T3.q
[cell type report]
type | instances | area (um2) | area share, %
Sequential cell | 4 | 82.58 | 30.99
Multi-Input combinational cell | 9 | 53.80 | 20.19
Clock buffer | 3 | 22.52 | 8.451
Tap cell | 46 | 57.56 | 21.60
Timing Repair Buffer | 5 | 50.05 | 18.78
No activity file was given, so power comes from the tool's default toggle rates.
